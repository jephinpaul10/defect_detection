===== design/flow/config.mk =====
export PLATFORM = sky130hd
export DESIGN_NAME = nn_controller
export DESIGN_NICKNAME = nn_controller
export VERILOG_FILES = /design/flow/design.v
export SDC_FILE = /design/flow/constraint.sdc
export NUM_CORES = 4
export LEC_CHECK = 1
export CORE_AREA = 10 10 70 70
export DIE_AREA = 0 0 80 80

===== design/flow/constraint.sdc =====
current_design nn_controller

set clk_period 1.3
set clk_io_pct 0.2

create_clock -name clk0 -period $clk_period [get_ports {clk}]

set non_clock_inputs [all_inputs -no_clocks]
set_input_delay [expr $clk_period * $clk_io_pct] -clock clk0 $non_clock_inputs
set_output_delay [expr $clk_period * $clk_io_pct] -clock clk0 [all_outputs]

===== design/flow/design.v =====
`timescale 1ns / 1ps
module nn_controller (
    input clk,
    input reset,
    output reg layer1_enable,
    output reg layer2_enable,
    output reg result_ready
);
    reg [2:0] state;
    parameter IDLE = 3'b000;
    parameter LAYER1 = 3'b001;
    parameter LAYER1_ACTIVATION = 3'b010;
    parameter LAYER2 = 3'b011;
    parameter LAYER2_ACTIVATION = 3'b100;
    parameter DONE = 3'b101;
    always @(posedge clk or posedge reset) begin
        if (reset) begin
            state <= IDLE;
            layer1_enable <= 0;
            layer2_enable <= 0;
            result_ready <= 0;
        end else begin
            case (state)
                IDLE: begin
                    layer1_enable <= 1;
                    state <= LAYER1;
                end
                LAYER1: begin
                    layer1_enable <= 0;
                    state <= LAYER1_ACTIVATION;
                end
                LAYER1_ACTIVATION: begin
                    layer2_enable <= 1;
                    state <= LAYER2;
                end
                LAYER2: begin
                    layer2_enable <= 0;
                    state <= LAYER2_ACTIVATION;
                end
                LAYER2_ACTIVATION: begin
                    result_ready <= 1;
                    state <= DONE;
                end
                DONE: begin
                    result_ready <= 1;
                end
            endcase
        end
    end
endmodule

===== design/flow/run.sh =====
#!/bin/bash
# OpenROAD 26Q1-2900-gdf79404cd8, Yosys 0.63+post, stock flow scripts
make -C /OpenROAD-flow-scripts/flow DESIGN_CONFIG=/design/flow/config.mk WORK_HOME=/design/flow/orfs finish

==> results.env <==
WORSTPATHCELLLIST='dlygate4sd2_1'
DRT_PRE_ANTENNA_ITERS=1
CHIP_AREA_SQ_MM=0.00640
FMAXACHIEVABLE_MHz=870
CLOCK_INSERTION_DELAY_WORST_SKEW_NS=0.26
CP_DATA_REQUIRED_TIME_NS=1.04
SYNTHTOPCELLSBYCOUNT='sky130_fd_sc_hd__dfrtp_1, sky130_fd_sc_hd__o21ba_2'
SWITCHING_SHARE_PCT=19.8
LAYOUT-DRIVE-GT1-SHARE_PCT=33.3
POST-SYNTH-TOP-COUNT-CELL='sky130_fd_sc_hd__dfrtp_1'
YOSYS_REGISTER_BITS=9
ASYNCSETRESETFLOPFRACSYNTH_PCT=100
DRT_INITIAL_VIOLATIONS=0
SYN-INSTANCE-COUNT=15
OVERFLOW=0
COMB_POWER_SHARE_PCT=4.2
YOSYS-STAT-AREA_SQ_UM=267
POWER.SHARE.SEQUENTIAL_PCT=56.5
CTS_TREE='yes'
CTSHOLDBUFFERS=0
DETAIL_ROUTE.ANTENNA_DIODES=0
FINALWIRELENGTH_MICRONS=423
DIE_HEIGHT_MICRONS=80
CP-START-KIND='flop'
POWER_PER_STANDARD_CELL_AREA_mW_PER_MM2=1340
FINAL_CORE_UTILIZATION_PCT=11.5
SETUP.WORST_PATH.END_CLASS='output port'
PATH_MAX_FANOUT=2
TOTAL_NEGATIVE_SLACK_NS=0
DIE_X_MICRONS=80
ROUTED_WIRE_LENGTH_PER_INSTANCE_MICRONS=6.04
YOSYSTOPAREACELL='sky130_fd_sc_hd__dfrtp_1'
ANTENNA_LEFT=0
GRT_FIRST_PASS_WIRELENGTH_MICRONS=793
CTS.PATH.MAX_BUFFERS=2
SYN2LAYOUT_AREA_GROWTH_PCT=47.9
POST-ROUTE-PERIOD-UTIL_PCT=88.4
SYNTH.YOSYS.NUM_CELLS=15
YOSYS-TOP-CELLS-AREA='sky130_fd_sc_hd__dfrtp_1, sky130_fd_sc_hd__dfstp_2, sky130_fd_sc_hd__o21ba_2'
CRITPATHMAXSTAGEDELAY_NS=0.38
FP_UTIL_PCT=7.80
GRT_ANTENNA_BEFORE_REPAIR=0
YOSYS_MOST_USED_DFF='sky130_fd_sc_hd__dfrtp_1'
YOSYSWARNINGCOUNT=1
CLOCK-SINKS=9
WORSTPATHARRIVAL_NS=0.89
FINAL_CELL_AREA_SQ_UM=394
IO_BUFFER_COUNT=4
SYNTHDOMINANTCELLAREASHARE_PCT=75.1
FINALWORSTPATHREQUIREDPERIOD_NS=1.15
P_CLK_SHARE_PCT=39.4
MAXIMUM_NUMBER_OF_PINS_ON_ONE_NET_BEFORE_GLOBAL_ROUTE_REPAIR=10
CORE-AREA_SQ_MM=0.00342
GLOBALROUTETOTALUTIL_PCT=1.77
PLACED_CELL_AREA_SQ_UM=364
IR_WORST_VDD_uV=236
RUN_STATUS='finished, final reports clean'
SEQUENTIAL_AREA_SHARE_AFTER_SYNTHESIS_PCT=85.0
SLEW_VIOL_FINAL=0
CRITICAL_PATH.N_BUFFERS_INVERTERS=1
GRT_PASS1_VIAS=162
DRC=0
SYN_AVG_CELL_AREA_SQ_UM=17.8
CP_SLOWEST_CELL='sky130_fd_sc_hd__dfrtp_1'
CLKSLEWWORSTSETUPHOLDPATHS_NS=0.06
TOOL_WARNINGS=25
POWER_SWITCHING_mW=0.105
FINALHOLDVIOLCOUNT=0
CTS_MAX_LEVEL=1
PIN_COUNT=5
RSZ_0062_RAISED_AFTER_GLOBAL_ROUTING='no'
CELL_INTERNAL_PWR_mW=0.425
TIMING.CRITICAL_PATH.MAX_DELAY_FAMILY='flip-flops'
DRV_CAP=0
PLACE_CONGESTION=0.653
SETUP_VIOL=0
VIASPERCELL=1.94
WORSTHOLDPATHTYPE='primary input to asynchronous set/reset pin'
CTS_ROOT_BUFFER='sky130_fd_sc_hd__clkbuf_4'
PATH_CLASS='flop to output port'
FINALCLOCKSKEW_NS=0.00107
ROW_COUNT=21
SYNTH-EDFF-COUNT=0
SYNTH_CELL_TYPES=7
FIN_TOTAL_PWR_mW=0.530
SYNTH.CELL_AREA_SQ_UM=267
ROUTE.VIAS.TOTAL=136
LEAKAGEPOWER_nW=0.154
CTS_INSERTED_BUFFERS=3
-- routing by layer --
layer	part of all wire [%]	GRT usage, %	routed length, microns
met1	40	1.83	171
met2	26	1.52	108
met3	32	3.07	135
met4	1.7	0.528	7
met5	0	0	0
-- sequential cells by signal (all words and copies together), names as in the netlist --
name / count
state: 6
result_ready: 1
layer2_enable: 1
layer1_enable: 1
-- stage by stage --
stage                     setup WS [ns]  hold WS [ns]  cells
final                             0.150         0.262     70
after detailed placement          0.225         0.358     65
after global routing             0.0937         0.286     70
after global placement            0.205         0.351     65
after floorplan                   0.494        0.0872     15
after CTS                         0.135         0.264     70
-- power by group through the flow --
stage | registers, mW | logic (mW) | clock network (mW)
6_report | 0.299 | 0.0220 | 0.209
5_1_grt | 0.301 | 0.0255 | 0.241
4_1_cts | 0.299 | 0.0227 | 0.218
-- path summary, 6_finish.rpt --
path,startpoint,to,slack (ns),cells past startpoint
min in group clk0,state[5],state[1],0.37,0
max in group asynchronous,reset,state[0],0.75,2
max,layer1_enable,layer1_enable,0.15,1
min,reset,result_ready,0.26,2
max reg2reg,result_ready,result_ready,0.45,1
min reg2reg,state[5],state[1],0.37,0
-- kinds of logic (layout without fill, tap and decap cells) --
logic type             Yosys count  after routing  synth area share [%]
DFF                              9              9                  85.0
AOI/OAI and AO/OA                2              2                  7.51
and+or+nand+nor                  2              2                  4.70
other                            1              1                  1.41
buffers and inverters            1             10                  1.41
-- timing repair --
| item | 4_1_cts | 5_1_grt |
|---|---|---|
| endpoints found under the setup margin | 3 | 0 |
| endpoints found under the hold margin | 0 | 0 |
| buffers inserted | 1 | 0 |
| gates resized | 3 | 0 |
-- cell usage in the layout, fill, tap and decap left out --
| master | instances |
|---|---|
| sky130_fd_sc_hd__or2_2 | 1 |
| sky130_fd_sc_hd__clkbuf_4 | 3 |
| sky130_fd_sc_hd__dlygate4sd2_1 | 3 |
| sky130_fd_sc_hd__conb_1 | 1 |
| sky130_fd_sc_hd__clkdlybuf4s50_1 | 1 |
| sky130_fd_sc_hd__clkbuf_1 | 1 |
| sky130_fd_sc_hd__o21ba_2 | 2 |
| sky130_fd_sc_hd__dfstp_2 | 1 |
| sky130_fd_sc_hd__buf_4 | 1 |
| sky130_fd_sc_hd__inv_1 | 1 |
| sky130_fd_sc_hd__or3_1 | 1 |
| sky130_fd_sc_hd__dfrtp_1 | 8 |
-- layout make-up --
| type | instances | area [sq um] |
|---|---|---|
| multi-input cells | 5 | 36.3 |
| inverters | 1 | 3.75 |
| well taps | 46 | 57.6 |
| repair buffers | 5 | 43.8 |
| flip-flops and latches | 9 | 226 |
| clock buffers | 4 | 26.3 |
| fillers | 391 | 3020 |
Power figures rest on the tool's default switching activity, not on a simulated workload.
