===== ./design.v =====
`timescale 1ns / 1ps
module mac_unit (
    input signed [7:0] a,          
    input signed [7:0] b,          
    input signed [15:0] accum_in,  
    output signed [15:0] accum_out  
);
    assign accum_out = accum_in + a * b;
endmodule

===== ./run.sh =====
#!/bin/bash
# OpenROAD 26Q1-2900-gdf79404cd8, Yosys 0.63+post, stock flow scripts
make -C /OpenROAD-flow-scripts/flow DESIGN_CONFIG=/design/flow/config.mk WORK_HOME=/design/flow/orfs finish

===== ./config.mk =====
export PLATFORM = sky130hd
export DESIGN_NAME = mac_unit
export DESIGN_NICKNAME = mac_unit
export VERILOG_FILES = /design/flow/design.v
export SDC_FILE = /design/flow/constraint.sdc
export NUM_CORES = 4
export LEC_CHECK = 1
export CORE_UTILIZATION = 40

===== ./constraint.sdc =====
current_design mac_unit

set clk_period 10.0
set clk_io_pct 0.2

create_clock -name clk0 -period $clk_period

set non_clock_inputs [all_inputs -no_clocks]
set_input_delay [expr $clk_period * $clk_io_pct] -clock clk0 $non_clock_inputs
set_output_delay [expr $clk_period * $clk_io_pct] -clock clk0 [all_outputs]

==> job_summary.md <==
## Implementation flow summary

| Metric | Value |
|---|---|
| Final worst path period share | `91.7%` |
| Synthesized instance count | `301` |
| Die X-Extent | `87.2 um` |
| VDD IR-drop max | `0.000372 V` |
| Initial antenna violation count | `0` |
| Pin count of the biggest net entering global routing | `9` |
| Unrepaired setup endpoints after global routing | `false` |
| Post-route cell area | `0.00351 mm2` |
| GR Util met2 | `29.3%` |
| Worst-case setup margin in the final layout | `0.829 ns` |
| Chip area | `0.00760 mm2` |
| Slew headroom | `68.4%` |
| Routed WL per cell | `11.9 um` |
| Overall routing resource usage | `16.6%` |
| Critical Path Fanout Max | `8` |
| Outcome | `finished clean` |
| Final hold violation count | `0` |
| Crit path launch type | `input pin` |
| Clkbuf count | `0` |
| Max-cap violations | `0` |
| Initial DRC Count | `29` |
| # DRC | `0` |
| Max frequency | `0.109 GHz` |
| Hold path start | `accum_in[0]` |
| Critical path's most frequent cell | `fa_1` |
| First-pass DRT Iterations | `4` |
| Total I/O pin count | `48` |
| Mapped cell area | `0.00290 mm2` |
| Seq cells | `0` |
| Post-CTS Resized | `0` |
| Tmin final | `9.17 ns` |
| Crit path DAT | `7.17 ns` |
| Share of layout cells above drive strength 1 | `1.72%` |
| Slew at the pin with the worst max-slew slack | `0.474 ns` |
| Gr ovfl total | `0` |
| DP HPWL | `4780 um` |
| Post-CTS Setup Repair Bufs | `0` |
| Hold path cells | `3` |
| Hold Buf Count CTS | `0` |
| PwrDens | `318 mW/mm2` |
| Site Rows | `30` |
| Required @ worst endpoint | `8.00 ns` |
| Die Y | `87.2 um` |
| CP peak stage delay | `0.66 ns` |
| Vias in the first global route | `2060` |
| Core Area | `0.00691 mm2` |
| Hold Path End | `accum_out[0]` |
| First-pass GRT wire length | `9270 um` |
| Most Crowded Layer GR | `met2` |
| ANT nets after route | `0` |
| Core Util at FP | `42.0%` |
| Grt met3 use | `1.63%` |
| Yosys warnings | `0` |
| OpenROAD warning count | `33` |
| Leak | `1.75 nW` |
| Syn_area_per_cell | `9.64 um2` |
| Synth cell types | `28` |
| Total length of routed wires | `5310 um` |
| Area growth, synth to finish | `20.8%` |
| Final Max Tran Viols | `0` |
| Finish-stage setup viols | `0` |
| Gate family responsible for the most delay along the worst path | `adder cells` |
| # Cells Yosys | `301` |
| Fin Setup TNS | `0 ns` |
| Worst slack, placed | `0.797 ns` |
| Worst path cell trace | `clkdlybuf4s50_1 -> and2_1 -> fa_1 -> fa_1 -> fa_1 -> fa_1 -> ha_1 -> ha_1 -> or3_1 -> o21ai_0 -> a31oi_1 -> xnor2_1 -> clkdlybuf4s50_1` |
| Port bufs | `48` |
| Crit path max-delay cell type | `clkdlybuf4s50_1` |
| Via count | `2045` |
| FF+latch area | `0 um2` |
| YS chip area | `0.00290 mm2` |
| Critical path class | `in -> out` |
| Hold Crit Class | `in -> out` |
| Antenna fix cells | `0` |
| CP Capture Type | `primary output` |
| Met1 Use GR | `25.2%` |
| Synth Seq Share | `0%` |
| Final core utilization | `50.8%` |
| Gpl congestion | `0.838` |
| Sum of buffers and inverters on the critical path | `2` |
| Vias per cell | `4.60` |
| DP Area | `0.00351 mm2` |
tightest hold or removal path: cells and delay by family:
kind	cells	cell delay [ns]
fa+ha+maj	1	0.13
buf+inv	2	0.92
where the power goes:
part           switching [mW]  leakage, nW  internal [mW]
clock                       0            0              0
sequential                  0            0              0
combinational           0.455         1.75          0.661
metrics by stage:
| step | total power [mW] | hold WS, ns | std cells |
|---|---|---|---|
| finish | 1.12 | 5.05 | 445 |
| global route | 1.27 | 5.08 | 445 |
| CTS | 1.15 | 5.05 | 445 |
| detailed placement | 1.13 | 5.05 | 445 |
| global placement | 1.13 | 5.06 | 445 |
| floorplan | 0.692 | 4.08 | 301 |
metal layers:
| metal | share of wire (%) | vias to the layer above |
|---|---|---|
| li1 | - | 1008 |
| met1 | 44 | 998 |
| met2 | 53 | 39 |
| met3 | 3.4 | 0 |
| met4 | 0 | 0 |
| met5 | 0 | - |
synthesized netlist by cell type (all sizes together):
| library cell | instances | share of area (%) |
|---|---|---|
| a31oi | 1 | 0.22 |
| nand3 | 1 | 0.17 |
| xor2 | 3 | 0.91 |
| a21oi | 8 | 1.6 |
| o21bai | 4 | 1.4 |
| nor2b | 1 | 0.22 |
| or2 | 1 | 0.22 |
| and2 | 32 | 6.9 |
| xnor2 | 17 | 5.1 |
| a211oi | 2 | 0.52 |
| clkinv | 1 | 0.13 |
| o21ai | 5 | 0.86 |
| nand2b | 1 | 0.22 |
| clkbuf | 1 | 0.13 |
| o21a | 2 | 0.52 |
| ha | 37 | 16 |
| a211o | 1 | 0.30 |
| a21o | 2 | 0.52 |
| fa | 71 | 49 |
| o211ai | 2 | 0.69 |
| or3 | 3 | 0.65 |
| a221oi | 1 | 0.30 |
| nand2 | 26 | 3.4 |
| inv | 70 | 9.1 |
| nor2 | 8 | 1.0 |
cell usage in the layout (no fill, tap or decap), types with 5 or more instances in the layout:
master           count
inv_1               70
ha_1                37
o21ai_0              5
nand2_1             26
xnor2_1             17
nor2_1               8
a21oi_1              6
fa_1                71
and2_1              32
clkdlybuf4s50_1     48
how the worst max path moves through the flow:
stage | start | endpoint | slack (ns) | depth (start not counted)
CTS | b[1] | accum_out[15] | 0.76 | 13
finish | b[1] | accum_out[15] | 0.83 | 13
global route | b[1] | accum_out[15] | 0.53 | 16
area by class of cell:
type / count / area [um2]
Inverter: 71 / 267
Multi-Input combinational cell: 229 / 2630
Fill cell: 668 / 3400
Tap cell: 96 / 120
Timing Repair Buffer: 49 / 488
logic make-up (layout without fill, tap and decap cells):
family          count (synthesis)  count (layout)  share of synthesized area, %
compound gates                 28              28                          6.98
xor+xnor                       20              20                          6.03
fa+ha+maj                     108             108                          64.9
buf+inv                        72             120                          9.31
simple gates                   73              73                          12.8
Power and IR drop assume default switching activity.
